===== flow/config.mk =====
export PLATFORM = sky130hd
export DESIGN_NAME = decoder4to16
export DESIGN_NICKNAME = decoder4to16
export VERILOG_FILES = /design/flow/design.v
export SDC_FILE = /design/flow/constraint.sdc
export NUM_CORES = 4
export LEC_CHECK = 1
export CORE_AREA = 10 10 70 70
export DIE_AREA = 0 0 80 80

===== flow/run.sh =====
#!/bin/bash
# OpenROAD 26Q1-2900-gdf79404cd8, Yosys 0.63+post, stock flow scripts
make -C /OpenROAD-flow-scripts/flow DESIGN_CONFIG=/design/flow/config.mk WORK_HOME=/design/flow/orfs finish

===== flow/design.v =====
`timescale 1ns / 1ps
module decoder4to16(
    input [0:3] inp,
    output reg [15:0] out
    );
    always @(*)
        begin
            out = 16'b0;
            out[inp] = 1'b1;
         end
endmodule

===== flow/constraint.sdc =====
current_design decoder4to16

set clk_period 1.0
set clk_io_pct 0.2

create_clock -name clk0 -period $clk_period

set non_clock_inputs [all_inputs -no_clocks]
set_input_delay [expr $clk_period * $clk_io_pct] -clock clk0 $non_clock_inputs
set_output_delay [expr $clk_period * $clk_io_pct] -clock clk0 [all_outputs]

==> flow_summary.ini <==
; yosys + openroad results
[route]
antenna_left = 0
drt-total-wl_mm = 1.809
vias = 523
drc = 0
avgRoutedWirePerCell_um = 13.30
drtIter0Drc = 2
antenna_cells = 0
first_pass_iters = 3
vias_per_cell = 3.846

[flow_run]
warning_count = 38
maxCapViolCount = 0

[finish]
fin_area_sq_um = 965.9
final.clkbuf_count = 0
regArea_sq_um = 0
final_layout_size_suffix_gt1_frac = 0.8444
layout-area-overhead-vs-synth_pct = 192.4
fillers = 353
ff_count = 0

[die]
dieArea_sq_um = 6400
initCoreUtil = 0.09670
die_w_um = 80
core-area_sq_um = 3416
ios = 20
rows = 21
die_h_um = 80

[outcome]
violations = setup timing
outcome = finished, violations left

[setup_path]
cpMostUsedCell = buf_6
crit_path_max_incr_delay_ns = 0.40
endpoint_kind = output pin
crit_chain = buf_8, buf_6, or3_4, buf_6, a31oi_4, nor2b_1, buf_2
start_kind = input pin
crit_start = inp[0]
arrival_ns = 1.28
crit_slowest_cell = or3_4
cp_max_fo = 3
cp_data_required_time_ns = 0.80
critical_path_class = input pin to output pin

[timing]
hold_violations = 0
worst_pin_slew_ns = 0.2469
fin_crit_sh = 1.482
setup_viol = 16
report.final.slew_viol_count = 0
clock.fmax_ghz = 0.6748
grt_setup_unrepaired = true
slew-limit-headroom = 0.8349
setup_ws_ns = -0.4820
fin_crit_ns = 1.482
fin_tns_setup_ns = -6.468

[placement]
gp_congestion = 0.8040
dp_hpwl_mm = 1.013
port_buffers = 20
detailedPlace.worstSlack_ns = -1.168
post_dp_cell_area_sq_um = 651.9

[cts]
cts_hold_buf = 0

[global_routing]
first_global_vias = 567
grt_pass1_wl_mm = 2.953
grt_overflow_total = 0
grt_start_max_net_pins = 8
gr-usage-all-layers = 0.05522
antenna_found_initial = 0

[yosys]
synth_top_area_share = 0.1515
yosysTopAreaCell = ha_1
syn-cell-area_sq_um = 330.3
yosys_warnings = 1
top_cell = nor2b_1
synth.distinct_cells = 25
ys_cells = 43
synthTopCellsByCount = nor2b_1, a21boi_1, ha_1, nor3_1, o21ai_1
syn_inst = 43
syn_area_per_cell_sq_um = 7.682
yosysChipArea_sq_um = 330.3
ys_seq_frac = 0
synthTopCellsByArea = ha_1, nor2b_1, a21boi_1

[pwr]
p_leak_nw = 0.4151
ir_drop_v = 0.0001791
power_density_nw_per_um2 = 375.8

[worst_hold_path]
worstHoldStart = inp[2]
whs_path_depth = 5
min_path_type = input pin to output pin
## worst max-delay path: cells and delay by family
kind	cells	cell delay, ns
compound gates	1	0.15
buf+inv	4	0.46
simple gates	2	0.47
## cells by family (layout without fill, tap and decap cells)
logic type,after synthesis,count (layout),share of synthesized area
simple gates,19,19,0.3864
compound gates,15,15,0.3636
fa+ha+maj,4,4,0.1515
buf+inv,4,51,0.07196
xor+xnor,1,1,0.02652
## cells in the final DEF, fill, tap and decap left out, drive strengths merged
| cell type | netlist | layout |
|---|---|---|
| a21boi | 6 | 6 |
| a21oi | 1 | 1 |
| a31oi | 3 | 3 |
| and2b | 1 | 1 |
| and3 | 1 | 1 |
| and3b | 1 | 1 |
| buf | 2 | 49 |
| ha | 4 | 4 |
| inv | 2 | 2 |
| nand3 | 1 | 1 |
| nand3b | 1 | 1 |
| nor2 | 1 | 1 |
| nor2b | 6 | 6 |
| nor3 | 4 | 4 |
| nor3b | 2 | 2 |
| o21a | 1 | 1 |
| o21ai | 3 | 3 |
| o31ai | 1 | 1 |
| or3 | 1 | 1 |
| xor2 | 1 | 1 |
## stage by stage
stage	instances	utilization	hold slack (ns)	power [mW]
after floorplan	43	-	0.5297	0.1034
final	136	0.2828	0.8506	0.3630
after detailed placement	115	0.1908	1.550	0.2020
after global routing	136	0.2828	0.8694	0.3858
after global placement	115	0.1908	1.544	0.2001
after CTS	136	0.2619	0.8500	0.3135
## cell type report
type	instances	area, sq um	share of cell area
Timing Repair Buffer	49	446.7	0.4624
Tap cell	46	57.56	0.05959
Multi-Input combinational cell	39	449.2	0.4650
Inverter	2	12.51	0.01295
## power by group
group,internal (mW),leakage [nW],total (mW),switching [mW]
Combinational,0.211,0.415,0.363,0.152
Sequential,0,0,0,0
Clock,0,0,0,0
Total,0.211,0.415,0.363,0.152
## per-layer routing
metal  global-route usage  up-vias  part of all wire
met5                    0        -                 0
met4                    0        0                 0
met3             0.007955        0             0.039
met2              0.09230       11              0.46
met1              0.07728      256              0.50
li1                     -      256                 -
## path summary, 6_finish.rpt
path              endpoint  slack [ns]
hold / removal      out[8]        0.85
setup / recovery    out[5]       -0.48
## timing repair
item	4_1_cts	5_1_grt
buffers inserted	21	0
pin swaps	22	13
setup endpoints to repair	16	16
gates cloned	0	0
gates resized	99	21
Power figures rest on the tool's default switching activity, not on a simulated workload.
